==> design/flow/design.v <==
module rsa_xcel_mont_AddRed
(
    input  logic        x_bit,
    input  logic [31:0] y,
    input  logic [31:0] n,
    input  logic [32:0] result_in,
    output logic [32:0] result_out
);
    logic [31:0] y_factor;
    assign y_factor = { 32{ x_bit } } & y;
    logic [32:0] y_n_factor;
    assign y_n_factor = { 1'b0, n } + { 1'b0, y_factor };
    logic sum_lsb;
    assign sum_lsb = result_in[0] ^ ( x_bit & y[0] );
    logic [32:0] factor_to_add;
    assign factor_to_add = ( sum_lsb ) ? y_n_factor : { 1'b0, y_factor };
    logic [33:0] temp_result;
    assign temp_result = { 1'b0, result_in } + { 1'b0, factor_to_add };
    assign result_out = temp_result >> 1;
endmodule
==> design/flow/run.sh <==
#!/bin/bash
# OpenROAD 26Q1-2900-gdf79404cd8, Yosys 0.63+post, stock flow scripts
make -C /OpenROAD-flow-scripts/flow DESIGN_CONFIG=/design/flow/config.mk WORK_HOME=/design/flow/orfs finish
==> design/flow/config.mk <==
export PLATFORM = sky130hd
export DESIGN_NAME = rsa_xcel_mont_AddRed
export DESIGN_NICKNAME = rsa_xcel_mont_AddRed
export VERILOG_FILES = /design/flow/design.v
export SDC_FILE = /design/flow/constraint.sdc
export NUM_CORES = 4
export LEC_CHECK = 1
export CORE_UTILIZATION = 40
==> design/flow/constraint.sdc <==
current_design rsa_xcel_mont_AddRed

set clk_period 25.3
set clk_io_pct 0.2

create_clock -name clk0 -period $clk_period

set non_clock_inputs [all_inputs -no_clocks]
set_input_delay [expr $clk_period * $clk_io_pct] -clock clk0 $non_clock_inputs
set_output_delay [expr $clk_period * $clk_io_pct] -clock clk0 [all_outputs]
==> results.tsv <==
metric	value	unit
outcome	finished, final reports clean	
Simple Share, Synth	26.18	%
wl on met1	7.283	mm
number of diodes	0	
yosys-reported design area after synthesis	0.004564	sq mm
final hold violation count	0	
Die Height	108.8	um
Seq. cell area	0	sq um
hold path depth	4	
Pwr per Cell Area	36.32	mW/mm^2
vias in the first global route	4646	
Top Metal Used	met4	
wire per inst	15.12	um
initial antenna violation count	0	
max cap viols	0	
Slowest Stage Delay on Critical Path	500	ps
Crit Path Max Fanout	64	
Fin Setup TNS	0	ps
postcts setup bufs	0	
number of warnings issued by yosys	0	
Adder Share, Synth	16.20	%
Final period util	64.05	%
CP endpoint kind	primary output	
VDD IR-drop max	0.02724	mV
Yosys cell types	73	
port bufs	131	
hold endpoint	result_out[1]	
met2 wire len	5.911	mm
fin. max-slew vios	0	
GP Congestion	0.9209	
post-DP HPWL	11.78	mm
setup violators final	0	
average via count per standard cell	5.711	
chip footprint	0.01184	sq mm
clock buf count	0	
Cell area leaders	ha_1 15%, xnor2_1 8.6%, a21oi_1 7.5%	
P&R area growth vs syn	29.17	%
Top-area cell share	15.08	%
DR iter-0 viols	253	
Die Wd	108.8	um
layout cell share with drive strength beyond 1	2.423	%
Core Region	0.01098	sq mm
CP startpoint kind	input port	
Rel. slew slack	57.72	%
Syn Area/Cell	6.615	sq um
Post-Synth AOI/OAI Area	38.79	%
I/O Pins	131	
Synth area leader	ha_1	
crit path DAT	11140	ps
first-pass GRT wire length	22.41	mm
Max Freq	61.71	MHz
Crit-path slowest cell	clkdlybuf4s50_1	
largest net degree at the start of global routing	65	
XOR Share, Synth	12.09	%
Post-CTS Resized	0	
Hold Path Class	in -> out	
Log Warnings	33	
number of routed nets with antenna violations	0	
Mapped Area	0.004564	sq mm
fin util	53.68	%
Initial Util	41.56	%
fin crit period	16200	ps
total track usage	23.64	%
first-pass detailed-route iteration total	4	
Core Rows	38	
Overflow after GRT	0	
hold_buf cts	0	
Slew @ Worst Pin	629.6	ps
drc violations	0	
Top logic family	AND-OR/OR-AND gates	
RSZ-0062 raised after global routing	no	
critical hold path startpoint	result_in[2]	
cells in synth_stat.txt	690	
Worst Setup Path Type	in -> out	
num sequential	0	
mux share	0.9046	%
Worst Path Required	20240	ps
wirelength, routed	13.97	mm
Via Count	5277	
worst path cell trace	buf_2 -> buf_4 -> and2_1 -> fa_1 -> maj3_2 -> and3_1 -> a21oi_2 -> a311oi_2 -> a221o_1 -> a21oi_4 -> xor2_1 -> o21ai_0 -> ha_1 -> a21o_1 -> a21o_1 -> a2111oi_0 -> o21ai_1 -> a22oi_1 -> o21ai_1 -> a41o_1 -> and3_1 -> nor4_1 -> clkdlybuf4s50_1	
met3 WL	763	um
Post-Synthesis Cells	690	
leakage	0.002527	uW
post-synthesis sequential area ratio	0	%
==> routing by layer <==
| metal | GRT usage, % | vias up |
|---|---|---|
| li1 | - | 2774 |
| met1 | 37.54 | 2342 |
| met2 | 37.21 | 159 |
| met3 | 0.7922 | 2 |
| met4 | 0.4826 | 0 |
| met5 | 0 | - |
==> how the worst max path moves through the flow <==
| stage | to | slack [ps] | from |
|---|---|---|---|
| CTS | result_out[28] | 9080 | x_bit |
| global route | result_out[28] | 8620 | x_bit |
| finish | result_out[28] | 9100 | x_bit |
==> logic make-up after synthesis <==
family,after synthesis
AOI/OAI and AO/OA,266
xor gates and xnor gates,63
adders and majority gates,58
buffers and inverters,62
muxes,4
and+or+nand+nor,237
==> critical path, delay by kind of cell <==
kind | cells | cell delay, ps
AOI/OAI and AO/OA | 12 | 2880
adders and majority gates | 3 | 1210
and+or+nand+nor | 4 | 920
buffers and inverters | 3 | 890
xor gates and xnor gates | 1 | 160
==> layout by cell type, fill, tap and decap left out, types with 12 or more instances in the layout <==
cell type        instances
ha_1                    55
clkdlybuf4s50_1        130
inv_1                   20
o21ai_1                 19
nand2_1                 77
and3_1                  15
nor2_1                  42
o21bai_1                14
a21o_1                  44
nand3_1                 17
xnor2_1                 45
and2_1                  24
a31oi_1                 12
xor2_1                  17
o21ai_0                 37
a21oi_1                 68
==> metrics by stage <==
stage          std cells  worst slack, ps  total power, uW  hold WS (ps)  area, sq um
3_3_place_gp         924             9217            212.7         11230         5896
5_1_grt              924             8621            238.2         11280         5896
4_1_cts              924             9077            214.6         11240         5896
2_1_floorplan        690             9760            124.4         10230         4564
3_5_place_dp         924             9103            213.3         11230         5896
6_report             924             9095            214.1         11240         5896
==> power by group <==
group	internal [uW]	total [uW]	switching [uW]
clock	0	0	0
sequential	0	0	0
combinational	115	214	99.1
total	115	214	99.1
==> Yosys cell counts (all sizes together) (6+ instances only) <==
master and instances:
clkbuf 25, o31ai 6, inv 21, and2 24, o21bai 14, a21oi 70, nor2 42, xnor2 45
ha 55, a21o 44, nand2 77, o21ai 57, or3 7, xor2 18, a211oi 9, o21a 6
a31oi 12, buf 16, and3 15, nor2b 6, nand3 17, nor3 11, nand4 11, o211ai 6
==> layout make-up <==
cell class                      instances  area, sq um
Inverter                               21        78.83
Tap cell                              140        175.2
Fill cell                            1046         5087
Multi-Input combinational cell        628         4305
Timing Repair Buffer                  135         1336
Power figures rest on the tool's default switching activity, not on a simulated workload.
