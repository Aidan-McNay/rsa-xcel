**./config.mk**
```make
export PLATFORM = sky130hd
export DESIGN_NAME = vc_Bus
export DESIGN_NICKNAME = vc_Bus
export VERILOG_FILES = /design/flow/design.v
export SDC_FILE = /design/flow/constraint.sdc
export NUM_CORES = 4
export LEC_CHECK = 1
export CORE_AREA = 10 10 107 107
export DIE_AREA = 0 0 117 117
```
**./constraint.sdc**
```tcl
current_design vc_Bus

set clk_period 1.1
set clk_io_pct 0.2

create_clock -name clk0 -period $clk_period

set non_clock_inputs [all_inputs -no_clocks]
set_input_delay [expr $clk_period * $clk_io_pct] -clock clk0 $non_clock_inputs
set_output_delay [expr $clk_period * $clk_io_pct] -clock clk0 [all_outputs]
```
**./design.v**
```verilog
module vc_Bus
#(
  parameter p_width = 32,
  parameter p_num_ports = 4
)
(
  input  logic [c_sel_width-1:0]              sel,
  input  logic [p_num_ports-1:0][p_width-1:0] in_,
  output logic [p_num_ports-1:0][p_width-1:0] out
);
  localparam c_sel_width = $clog2(p_num_ports);
  genvar i;
  generate
  for (i = 0; i < p_num_ports; i = i + 1) begin: OUT_PORTS
    assign out[i] = in_[sel];
  end
  endgenerate
endmodule
```
**./run.sh**
```bash
#!/bin/bash
# OpenROAD 26Q1-2900-gdf79404cd8, Yosys 0.63+post, stock flow scripts
make -C /OpenROAD-flow-scripts/flow DESIGN_CONFIG=/design/flow/config.mk WORK_HOME=/design/flow/orfs finish
```
==> CHANGELOG.md <==
## Flow update

* Flip-flops at 0
* Worst-margin pin slew at approximately 0.12 ns
* Post-synthesis area per instance at between 10 and 15 um2
* Clkbuf count at 0
* RSZ-0062 raised after global routing: true
* Rel. slew slack at 92.0%
* Gp weighted congestion at between 0.8 and 0.9
* Period Utilization, post-route at 137%
* Yosys stat area at 1540 um2
* Max Freq at 664 MHz
* Num ports at ~260
* Total GRT Usage at between 10% and 20%
* Hold-fix buffers, CTS at 0
* Final ANT Viol Nets at 0
* Final hold violations at 0
* Final Cell Area at between 3000 and 4000 um2
* Worst Hold Class: input port to primary output
* CP max stage cell: mux4_2
* Via count of the routed design at approximately 1700
* Met2 wire length at around 5000 um
* Max-area cell share at roughly 47%
* Buf/Inv on CP at 4
* First-pass GRT wire length at 12600 um
* Crit path top cell by count: buf_6
* Std cell rows at 35
* Setup ws final at -0.405 ns
* Pleak at around 1.8 nW
* Fp util at approximately 17%
* # DRC at 0
* Grt ovf at 0
* Final setup vio count at 128
* Chip area at between 10000 and 15000 um2
* Chip Width at roughly 120 um
* Antenna Cells at 0
* Post-synth seq share at 0%
* Most common cell in the synthesized netlist: buf_4
* Largest area contributor in the netlist: buf_4
* Tmin final at around 1.5 ns
* Max Cap Viol at 0
* Total wire length at roughly 9400 um
* Vias per cell at ~4
* Ys cells at 135
* Cell Chain, Critical Path: buf_16, buf_12, mux4_2, buf_6, buf_6
* Core Region at 9200 um2
* PortBufs at ~260
* Peak supply drop at between 150 and 200 uV
* CP Launch Type: input port
* Placed cell areas at around 3500 um2
* WP data arrival at 1.29 ns
* OpenROAD warnings at 35
* CP peak stage delay at 0.54 ns
* Antenna violations before repair at 0
* Count of final max-slew check failures at 0
* CP max FO at 7
* DR iter-0 viols at 45
* WL met3 at about 1200 um
* Mapped Area at roughly 1500 um2
* Cells after Synth at between 100 and 150
* Register area at 0 um2
* Run status: finished with violations
* DR WL/cell at between 20 and 25 um
* Violated checks: negative setup slack
* Crit end category: primary output
* M1 WL at roughly 3200 um
* Layout cell share with drive strength beyond 1 at around three fifths
* Top cells, area: buf_4 (47%), mux4_2 (44%), buf_12 (3.9%)
* Kind of critical path: input port to primary output
* Pin count of the biggest net entering global routing at 17
* Unique cell types at 6
* Vias in the first global route at 1989
* Max layer used: met3
* Fillers at 939
* Power per cell area at around 470 nW/um2
* Height of the die at between 100 and 150 um
* Top cells by count: buf_4 (96), mux4_2 (30), buf_12 (3), buf_2 (3), mux4_1 (2)
* Sum Neg Setup Slack at -41.98 ns
* DP HPWL at a little under 8000 um
* Synth warn at 0
* Worst Path Required at slightly below 0.9 ns
* First drt pass iteration count at 4
* Area delta synth->final at 128%
* Largest delay share family, worst path: multiplexers
repair_timing:
action,4_1_cts,5_1_grt
pin swaps,0,0
setup endpoints to repair,128,128
setup buffers,26,1
gates cloned,4,0
resized,612,5
layout make-up:
cell class	instances	area [um2]	area share [%]
multi-input cells	32	721	20.6
repair buffers	293	2650	75.5
well taps	111	139	3.96
metrics by stage:
step	utilization [%]	hold slack (ns)	power, mW	worst slack [ns]	cells
2_1_floorplan	-	0.597	0.738	-0.224	135
3_3_place_gp	38.2	1.47	1.73	-0.934	405
3_5_place_dp	38.2	1.48	1.74	-0.939	405
4_1_cts	37.8	0.974	1.67	-0.424	435
5_1_grt	38.1	0.982	1.79	-0.451	436
6_report	38.1	0.968	1.65	-0.405	436
layer usage:
| layer | global-route usage [%] | vias to the layer above |
|---|---|---|
| li1 | - | 786 |
| met1 | 13.6 | 807 |
| met2 | 23.4 | 129 |
| met3 | 4.33 | 0 |
| met4 | 0 | 0 |
| met5 | 0 | - |
worst paths after layout:
check	from	endpoint	slack, ns	cells past startpoint
worst max-delay path	sel[0]	out[103]	-0.41	5
worst min-delay path	in_[29]	out[29]	0.97	3
logic make-up after synthesis:
kind of cell / Yosys count / share of synthesized area (%)
buf+inv: 103 / 52.6
mux: 32 / 47.4
power by group:
group | switching, mW | total, mW | leakage [nW] | internal (mW)
sequential | 0 | 0 | 0 | 0
clock | 0 | 0 | 0 | 0
combinational | 0.448 | 1.65 | 1.77 | 1.20
total | 0.448 | 1.65 | 1.77 | 1.20
cell usage in the layout (no fill, tap or decap):
master         count
buf_4              2
buf_12             3
dlygate4sd2_1    128
buf_2             70
buf_6             84
mux4_2            32
buf_8              1
buf_16             5
Power and IR drop assume default switching activity.
