[design/flow/run.sh]
#!/bin/bash
# OpenROAD 26Q1-2900-gdf79404cd8, Yosys 0.63+post, stock flow scripts
make -C /OpenROAD-flow-scripts/flow DESIGN_CONFIG=/design/flow/config.mk WORK_HOME=/design/flow/orfs finish
[design/flow/config.mk]
export PLATFORM = sky130hd
export DESIGN_NAME = div_ModDiv
export DESIGN_NICKNAME = div_ModDiv
export VERILOG_FILES = /design/flow/design.v
export SDC_FILE = /design/flow/constraint.sdc
export NUM_CORES = 4
export LEC_CHECK = 1
export CORE_UTILIZATION = 30
[design/flow/constraint.sdc]
current_design div_ModDiv

set clk_period 9.4
set clk_io_pct 0.2

create_clock -name clk0 -period $clk_period [get_ports {clk}]

set non_clock_inputs [all_inputs -no_clocks]
set_input_delay [expr $clk_period * $clk_io_pct] -clock clk0 $non_clock_inputs
set_output_delay [expr $clk_period * $clk_io_pct] -clock clk0 [all_outputs]
[design/flow/design.v]
module div_ModDiv 
#(
  parameter nbits = 32
)(
    input  logic        clk,
    input  logic        reset,
    input  logic [( 2 * nbits):0]     istream_msg,  
    input  logic                      istream_val,
    output logic                      istream_rdy,
    output logic [nbits - 1:0]        ostream_msg,
    output logic                      ostream_val,
    input  logic                      ostream_rdy
);
    logic [nbits - 1:0] opa;
    logic [nbits - 1:0] opb;
    logic               msg_sel;  
    assign opa     = istream_msg[(2 * nbits) - 1:nbits];
    assign opb     = istream_msg[nbits - 1:0];
    assign msg_sel = istream_msg[(2 * nbits)];
    localparam IDLE      = 2'd0;
    localparam SHIFT_OPB = 2'd1;
    localparam CALC      = 2'd2;
    localparam DONE      = 2'd3;
    logic  [nbits - 1:0] opa_reg;
    logic  [nbits - 1:0] opb_reg;
    logic  [nbits - 1:0] opb_value;
    logic [nbits - 1:0] opb_reg_sl;
    assign opb_reg_sl = opb_reg << 1;
    logic  [1:0] state_curr;
    logic  [1:0] state_next;
    always @( posedge clk ) begin
        state_curr <= state_next;
    end
    always @( * ) begin
        if( reset )
            state_next = IDLE;
        else if( state_curr == IDLE ) begin
            if( istream_val ) begin
                if( opb > opa )  
                    state_next = DONE;
                else if( opb[nbits - 1] == 1 )  
                    state_next = CALC;
                else state_next = SHIFT_OPB;
            end
            else state_next = state_curr;
        end
        else if( state_curr == SHIFT_OPB ) begin
            if( opb_reg[nbits - 2] == 1'b1 )  
                state_next = CALC;
            else if( opb_reg_sl > opa_reg )  
                state_next = CALC;
            else state_next = state_curr;
        end
        else if( state_curr == CALC ) begin
            if( opb_reg == opb_value )
                state_next = DONE;
            else if( opb_reg == opa_reg )  
                state_next = DONE;
            else state_next = state_curr;
        end
        else if( state_curr == DONE ) begin
            if( ostream_rdy )
                state_next = IDLE;
            else state_next = state_curr;
        end
        else state_next = state_curr;
    end
    assign istream_rdy = ( state_curr == IDLE );
    assign ostream_val = ( state_curr == DONE );
    always @( posedge clk ) begin
        if( reset ) opa_reg <= 0;
        else if( state_curr == IDLE ) begin
            opa_reg <= opa;
        end
        else if( state_curr == CALC ) begin
            if( opb_reg <= opa_reg ) begin  
                opa_reg <= ( opa_reg - opb_reg );
            end
        end
    end
    always @( posedge clk ) begin
        if( reset ) opb_reg <= 0;
        else if( state_curr == IDLE ) begin
            opb_reg <= opb;
        end
        else if( state_curr == SHIFT_OPB ) begin
            opb_reg <= opb_reg_sl;  
        end
        else if( state_curr == CALC ) begin
            opb_reg <= ( opb_reg >> 1 );  
        end
    end
    always @( posedge clk ) begin
        if( reset ) opb_value <= 0;
        else if( state_curr == IDLE ) opb_value <= opb;
    end
    logic [nbits - 1:0] curr_quot;
    logic [nbits - 1:0] add_quot_val;
    always @( posedge clk ) begin
        if( reset ) add_quot_val <= 0;
        else if( state_curr == IDLE ) add_quot_val <= 1;
        else if( state_curr == SHIFT_OPB ) add_quot_val <= add_quot_val << 1;
        else if( state_curr == CALC ) add_quot_val <= add_quot_val >> 1;
    end
    always @( posedge clk ) begin
        if( reset ) curr_quot <= 0;
        else if( state_curr == IDLE ) curr_quot <= 0;
        else if( state_curr == CALC ) begin
            if( opb_reg <= opa_reg )  
                curr_quot <= curr_quot ^ add_quot_val;
        end
    end
    logic msg_sel_reg;
    always @( posedge clk ) begin
        if( reset ) msg_sel_reg <= 0;
        else if( state_curr == IDLE ) msg_sel_reg <= msg_sel;
    end
    assign ostream_msg = ( msg_sel_reg ) ? opa_reg : curr_quot;
endmodule
==> impl_metrics.json <==
{
  "status": "complete, no violations",
  "cts_setup_buffers": 0,
  "min_path_type": "reg2reg",
  "gp_congestion": 0.936,
  "syn2layout_area_growth_pct": 17.2,
  "worstPathMaxFanout": 2,
  "cts_buffer_depth": 2,
  "flop_cell": "dfxtp_1",
  "grtUsageMet1": 0.272,
  "synth-async-reset-ratio": 0,
  "antenna_found_initial": 2,
  "yosysTopAreaCell": "dfxtp_1",
  "drv_slew": 0,
  "edf_count": 0,
  "grt_util_all_layers": 0.184,
  "peakVddDrop_uv": 115,
  "rows": 70,
  "grt_first_pass_wirelength_um": 53200,
  "yosysSeqAreaShare": 0.297,
  "crit_type": "in2reg",
  "rsz0062_at_grt": "false",
  "fp_util": 0.304,
  "grt_max_degree": 84,
  "grt_pass1_vias": 9132,
  "h-tree-depth": 4,
  "hold_violations": 0,
  "drv_cap": 0,
  "cts_buffers": 17,
  "fp.coreArea_mm2": 0.0366,
  "period_used_share": 0.475,
  "avgSynthCellArea_um2": 8.00,
  "drc": 0,
  "slew_headroom": 0.425,
  "cts.repair.resized": 0,
  "cp_data_required_time_ps": 9720,
  "worst_pin_slew_ps": 841,
  "grt.met2_usage": 0.267,
  "final_layout_size_suffix_gt1_frac": 0.0626,
  "totalPowerFinal_w": 0.00213,
  "crit_path_start_kind": "input port",
  "leakagePower_nw": 5.56,
  "insertion_delay_ps": 440,
  "wl_um": 34400,
  "layout.cells.most_common": "nor2_1",
  "skew_ps": 13.6,
  "finalSetupViolations": 0,
  "ctsHoldBuffers": 0,
  "cts_tree": "built",
  "root_buffer": "clkbuf_16",
  "fin_ws_ps": 4930,
  "fmax_ghz": 0.224,
  "synth_flops": 165,
  "gr-total-overflow": 0,
  "die-area_mm2": 0.0379,
  "p_per_area_mw_per_mm2": 163,
  "avgViaCountPerCell": 5.20,
  "yosysUniqueCellTypes": 65,
  "ys_chip_area_mm2": 0.0111,
  "drt-pass1-iter-count": 5,
  "layout_min_cycle_time_ps": 4470,
  "ys_cells": 1393,
  "area_leaders": "dfxtp_1 30%, ha_1 11%, nor2_1 7.7%",
  "met3_usage": 0.0502,
  "die_w_um": 195,
  "detail-route-antenna-nets": 0,
  "warnings": 25,
  "cp_data_arrival_time_ps": 4790,
  "syn_area_mm2": 0.0111,
  "ys_warn_count": 1,
  "avgRoutedWirePerCell_um": 17.9,
  "dr.first_iter.drc_count": 706,
  "cts_sinks": 165,
  "clk_pin_slew_ps": 70,
  "end_kind": "flop",
  "fin_setup_tns_ps": 0,
  "die_y_um": 195,
  "port_buffers": 102,
  "vias": 9987,
  "lay_top_cells": "228 x nor2_1, 162 x dfxtp_1, 121 x a21oi_1",
  "yosys.area.top_type_share": 0.297,
  "place_ws_ps": 4570,
  "grt_busiest_layer": "met1",
  "hpwl_um": 25300,
  "netlist_instances": 1393,
  "pin_count": 103
}
-- synth_stat cells (all sizes together), types with 4 or more instances --
| cell type | number |
|---|---|
| nor2 | 228 |
| dfxtp | 165 |
| a21oi | 122 |
| inv | 108 |
| ha | 95 |
| xor2 | 67 |
| mux2i | 66 |
| nand2 | 66 |
| clkbuf | 58 |
| o21ai | 57 |
| a21o | 39 |
| a221oi | 38 |
| a211oi | 37 |
| mux2 | 33 |
| buf | 27 |
| nand4 | 24 |
| xnor2 | 16 |
| nor4 | 15 |
| nor3 | 11 |
| o21a | 11 |
| nand3 | 9 |
| or3 | 9 |
| a211o | 8 |
| and2 | 7 |
| and3 | 7 |
| nor2b | 6 |
| or2 | 6 |
| a311oi | 4 |
| nand2b | 4 |
| o211ai | 4 |
| o31a | 4 |
-- critical path: stages --
cell,delay [ps]
clkdlybuf4s50_1,450
inv_1,70
ha_1,300
nand4_1,210
nor3_1,440
o21ai_0,210
o211a_1,260
o211ai_1,460
a211oi_1,170
a221o_1,330
-- area by class of cell --
class,count,area [um^2]
diodes,1,2.50
multi-input cells,1035,7080
fillers,3715,23600
clock buffers,20,447
flip-flops and latches,165,3310
repair buffers,113,1100
well taps,468,586
inverters,108,405
clock inverters,12,121
-- per-layer routing --
metal / wire [um] / up-vias
met3: 2720 / 42
met1: 16100 / 4638
li1: - / 5010
met2: 14500 / 295
met4: 1080 / 2
met5: 13 / -
-- stage by stage --
stage	hold WS, ps	instance area [um^2]	std cells	util
floorplan	453	11100	1393	-
global placement	473	12500	1889	0.341
detailed placement	474	12500	1889	0.341
CTS	485	13000	1921	0.356
global route	518	13000	1921	0.356
finish	485	13000	1922	0.356
-- cell families (layout without fill, tap and decap cells) --
| logic type | after synthesis | after routing | synth area share |
|---|---|---|---|
| simple gates | 407 | 407 | 0.164 |
| compound gates | 350 | 350 | 0.205 |
| buf+inv | 193 | 253 | 0.0682 |
| flops | 165 | 165 | 0.297 |
| mux | 99 | 99 | 0.0927 |
| fa+ha+maj | 96 | 96 | 0.109 |
| xor+xnor | 83 | 83 | 0.0653 |
| other cells | 0 | 1 | 0 |
-- where the power goes --
group / switching (W) / internal (W) / leakage [nW]
combinational: 0.000370 / 0.000270 / 3.92
sequential: 0.0000618 / 0.000738 / 1.36
clock: 0.000310 / 0.000378 / 0.278
total: 0.000742 / 0.00139 / 5.56
-- worst paths after layout --
path	start	end	slack [ps]	cells past startpoint
setup reg to reg	opa_reg[0]	opa_reg[22]	5250	12
hold / removal	opb_value[0]	opb_value[0]	480	2
setup / recovery	istream_msg[45]	state_curr[1]	4930	10
hold reg to reg	opb_value[0]	opb_value[0]	480	2
Power and IR drop assume default switching activity.
